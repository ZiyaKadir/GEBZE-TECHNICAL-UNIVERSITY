File: config.mk
export PLATFORM = sky130hd
export DESIGN_NAME = control_unit
export DESIGN_NICKNAME = control_unit
export VERILOG_FILES = /design/flow/design.v
export SDC_FILE = /design/flow/constraint.sdc
export NUM_CORES = 4
export LEC_CHECK = 1
export CORE_AREA = 10 10 70 70
export DIE_AREA = 0 0 80 80
File: constraint.sdc
current_design control_unit

set clk_period 2.1
set clk_io_pct 0.2

create_clock -name clk0 -period $clk_period

set non_clock_inputs [all_inputs -no_clocks]
set_input_delay [expr $clk_period * $clk_io_pct] -clock clk0 $non_clock_inputs
set_output_delay [expr $clk_period * $clk_io_pct] -clock clk0 [all_outputs]
File: design.v
module control_unit ( 
output regDst,  
output branch,  
output memRead,  
output memWrite, 
output [2:0] ALUop, 
output ALUsrc, 
output regWrite ,
output jump, 
output byteOperations,   
output move,    
input [5:0] opcode
);
	wire [5:0] notcode;
	not not_0(notcode[0], opcode[0]);
	not not_1(notcode[1], opcode[1]);
	not not_2(notcode[2], opcode[2]);
	not not_3(notcode[3], opcode[3]);
	not not_4(notcode[4], opcode[4]);
	not not_5(notcode[5], opcode[5]);
	and reg_DST_gate(regDst, notcode[0], notcode[1], notcode[2], notcode[3], notcode[4], notcode[5]);
	and branch_gate(branch, opcode[5], notcode[4], notcode[3], opcode[1], opcode[0]);
	and mem_Read_gate(memRead, notcode[5], notcode[4], opcode[3], notcode[2], notcode[1]);
	and  mem_Write_gate(memWrite, notcode[5], opcode[4], notcode[3], notcode[2], notcode[1]);
	wire [3:0]help_hadi;
	and ALU_SRC_gate0(help_hadi[0], notcode[0], notcode[1], notcode[2], notcode[3], notcode[4], notcode[5]);
	and ALU_SRC_gate1(help_hadi[1], opcode[0], opcode[1], notcode[2], notcode[3], notcode[4], opcode[5]);
	and ALU_SRC_gate2(help_hadi[2], opcode[0], opcode[1], opcode[2], notcode[3], notcode[4], opcode[5]);
	or hadi(ALUsrc, help_hadi[0], help_hadi[1],help_hadi[2]);
	wire [9:0] regwrite_help;
	and reg_write_help0(regwrite_help[0], notcode[5], notcode[4], notcode[3], notcode[2], notcode[1], notcode[0]);  
	and reg_write_help1(regwrite_help[1], notcode[5], notcode[4], notcode[3], notcode[2], opcode[1], notcode[0]);  
	and reg_write_help2(regwrite_help[2], notcode[5], notcode[4], notcode[3], notcode[2], opcode[1], opcode[0]);  
	and reg_write_help3(regwrite_help[3], notcode[5], notcode[4], notcode[3], opcode[2], notcode[1], notcode[0]);  
	and reg_write_help4(regwrite_help[4], notcode[5], notcode[4], notcode[3], opcode[2], notcode[1], opcode[0]);  
	and reg_write_help5(regwrite_help[5], notcode[5], notcode[4], opcode[3], notcode[2], notcode[1], notcode[0]);  
	and reg_write_help6(regwrite_help[6], notcode[5], notcode[4], opcode[3], notcode[2], notcode[1], opcode[0]);  
	and reg_write_help7(regwrite_help[7], notcode[5], notcode[4], notcode[3], opcode[2], opcode[1], opcode[0]);  
	and reg_write_help8(regwrite_help[8], opcode[5], opcode[4], opcode[3], notcode[2], notcode[1], opcode[0]);  
	and reg_write_help9(regwrite_help[9], opcode[5], notcode[4], notcode[3], notcode[2], notcode[1], notcode[0]);  
	or #(9) reg_write_gate(regWrite, regwrite_help[0], regwrite_help[1], regwrite_help[2], regwrite_help[3], regwrite_help[4],
										 regwrite_help[5], regwrite_help[6], regwrite_help[7], regwrite_help[8], regwrite_help[9]);
	and jump_gate(jump, opcode[5], opcode[4], opcode[3], notcode[2], notcode[1]);
	wire byte_temp0;
	xor byteop_help0(byte_temp0, opcode[4], opcode[3]);
	and byteop_gate(byteOperations, notcode[5], byte_temp0, notcode[2], notcode[1], opcode[0]);
	and move_gate(move, opcode[5], notcode[4], notcode[3], notcode[2], notcode[1], notcode[0]);
	wire not_ALUop2;
	and temp_ALUop(not_ALUop2, notcode[5], notcode[4], notcode[3], opcode[2], notcode[1]);
	not ALUop2_gate(ALUop[2], not_ALUop2);
	wire ALUop1_help[3:0];
	and ALUop1_help0_gate(ALUop1_help[0], notcode[5], notcode[4], notcode[3], notcode[2], notcode[1], notcode[0]);
	and ALUop1_help1_gate(ALUop1_help[1], notcode[5], notcode[4], notcode[3], notcode[2], opcode[1], opcode[0]);
	and ALUop1_help2_gate(ALUop1_help[2], opcode[5], notcode[4], notcode[3], notcode[2], opcode[1], opcode[0]);
	and ALUop1_help3_gate(ALUop1_help[3], opcode[5], notcode[4], notcode[3], opcode[2], opcode[1], opcode[0]);
	or ALUop1_gate(ALUop[1], ALUop1_help[0],ALUop1_help[1],ALUop1_help[2],ALUop1_help[3]);
	wire ALUop0_help[10:0];
	and ALUop0_help0_gate(ALUop0_help[0], notcode[5], notcode[4], notcode[3], notcode[2], notcode[1], notcode[0]);
	and ALUop0_help1_gate(ALUop0_help[1], notcode[5], notcode[4], notcode[3], notcode[2], opcode[1], notcode[0]);
	and ALUop0_help2_gate(ALUop0_help[2], notcode[5], notcode[4], notcode[3], opcode[2], notcode[1], opcode[0]);
	and ALUop0_help3_gate(ALUop0_help[3], notcode[5], notcode[4], opcode[3], notcode[2], notcode[1], notcode[0]);
	and ALUop0_help4_gate(ALUop0_help[4], notcode[5], opcode[4], notcode[3], notcode[2], notcode[1], notcode[0]);
	and ALUop0_help5_gate(ALUop0_help[5], notcode[5], notcode[4], opcode[3], notcode[2], notcode[1], opcode[0]);
	and ALUop0_help6_gate(ALUop0_help[6], notcode[5], opcode[4], notcode[3], notcode[2], notcode[1], opcode[0]);
	or ALUop0_gate(ALUop[0],ALUop0_help[0], ALUop0_help[1], ALUop0_help[2], 
									ALUop0_help[3], ALUop0_help[4], ALUop0_help[5], ALUop0_help[6]);
endmodule
File: run.sh
#!/bin/bash
# OpenROAD 26Q1-2900-gdf79404cd8, Yosys 0.63+post, stock flow scripts
make -C /OpenROAD-flow-scripts/flow DESIGN_CONFIG=/design/flow/config.mk WORK_HOME=/design/flow/orfs finish
==> impl_metrics.json <==
{
  "die_h_um": 80,
  "power.net_switching_w": 0.0000386,
  "path_max_fanout": 9,
  "logic_family": "simple AND/OR/NAND/NOR gates",
  "core_um2": 3420,
  "io_buffers": 18,
  "setup_slack_ps": 40.4,
  "switching_share_pct": 46.9,
  "finalCritPeriodShare_pct": 98.1,
  "netlist_instances": 42,
  "power_leakage_nw": 0.271,
  "syn_to_final_growth_pct": 134,
  "report.power.total_w": 0.0000822,
  "initCoreUtil_pct": 7.73,
  "regArea_um2": 0,
  "seq_cells": 0,
  "layout_top_cells": "9 x buf_4, 7 x dlygate4sd2_1, 4 x nor2_1, 4 x clkdlybuf4s50_1",
  "die_w_um": 80,
  "wl_per_cell_um": 9.52,
  "ys_area_um2": 264,
  "grt_pass1_wl_um": 1720,
  "row_count": 21,
  "via_count": 386,
  "ys_sh_simple_pct": 64.5,
  "lay_top_count": "buf_4",
  "rsz0062_at_grt": "yes",
  "warnings": 34,
  "vdd_ir_drop_max_v": 0.0000247,
  "fp.dieArea_um2": 6400,
  "drv_slew": 0,
  "clock_buffers": 0,
  "io_pins": 18,
  "end_kind": "primary output",
  "ys_sh_adder_pct": 0,
  "ys_seq_share_pct": 0,
  "min_period_ps": 2060,
  "drive_gt1_share_pct": 43.9,
  "overflow": 0,
  "ys_sh_mux_pct": 0,
  "required_ps": 1680,
  "comb_power_share_pct": 100.0,
  "finalHoldViolations": 0,
  "drt_wl_total_um": 1070,
  "antenna_found_initial": 0,
  "setup_viol": 0,
  "powerDensity_nw_per_um2": 133,
  "power_frac_seq_pct": 0,
  "max_freq_ghz": 0.486,
  "yosys_cells": 42,
  "p_int_w": 0.0000437,
  "yosys_warnings": 1,
  "ant_nets": 0,
  "max_cap_violations": 0,
  "avgSynthCellArea_um2": 6.29,
  "grt_pass1_vias": 359,
  "post-place-ws_ps": -453,
  "hp-class": "input pin to primary output",
  "grtUsageTotal_pct": 3.14,
  "start_kind": "input pin",
  "status": "finished, final reports clean",
  "first_pass_iters": 3,
  "drc": 0,
  "place_hpwl_um": 896,
  "crit_type": "input pin to primary output",
  "clkPwrFrac_pct": 0,
  "n_antenna_cell": 0,
  "drtIter0Drc": 38,
  "slew_headroom_pct": 83.9,
  "synth_area_um2": 264,
  "gp_congestion": 0.858,
  "synthAoiAreaFrac_pct": 18.0,
  "tightestPinTransition_ps": 241,
  "worst_ep_arrival_time_ps": 1640,
  "grt_max_degree": 10,
  "synth-xor-area-share_pct": 3.32,
  "vias_per_cell": 3.45,
  "synth.distinct_cells": 28
}
==> worst max-delay path, cell delays in order <==
cell	delay (ps)
clkdlybuf4s15_2	260
buf_6	170
nor2_1	100
nand2_1	80
a21oi_2	140
clkdlybuf4s50_1	470
==> area by class of cell <==
class,count,area (um2)
inverter,1,3.75
multi-input combinational,35,293
tap,46,57.6
fill,376,2800
timing repair buffer,30,264
==> cells by family (layout without fill, tap and decap cells) <==
kind of cell	count (synthesis)	after routing
AND/OR/NAND/NOR	27	27
AND-OR/OR-AND	7	7
buffers and inverters	7	31
XOR/XNOR	1	1
==> final timing paths <==
| kind | startpoint | slack (ps) | cells past startpoint | end |
|---|---|---|---|---|
| hold / removal | opcode[4] | 1330 | 4 | ALUsrc |
| setup / recovery | opcode[2] | 40 | 6 | ALUop[0] |
==> Yosys cell counts, types with 2 or more instances <==
master | instances | area (um2)
nor2_1 | 5 | 18.8
nand2_1 | 2 | 7.51
clkbuf_1 | 2 | 7.51
buf_2 | 3 | 15.0
nor4_1 | 4 | 25.0
nor3_1 | 2 | 10.0
a31oi_1 | 2 | 12.5
and3b_1 | 2 | 17.5
==> through the flow <==
stage | instances | TNS (ps) | util (%) | hold WS [ps] | cell area, um2
3_3_place_gp | 111 | -4180 | 16.1 | 1890 | 551
6_report | 112 | 0 | 18.1 | 1330 | 618
5_1_grt | 112 | -90.1 | 18.1 | 1360 | 618
2_1_floorplan | 42 | 0 | - | 960 | 264
3_5_place_dp | 111 | -4300 | 16.1 | 1880 | 551
4_1_cts | 112 | -125 | 17.5 | 1420 | 598
==> power by group through the flow <==
stage	clock (W)	combinational, W	sequential, W
after CTS	0	0.0000769	0
after global routing	0	0.0000904	0
final	0	0.0000822	0
==> routing by layer <==
layer	vias to the layer above	track usage, %	share of wire [%]
li1	205	-	-
met5	-	0	0
met2	12	5.30	46
met3	0	0.568	10
met1	169	4.28	44
met4	0	0	0
==> what timing repair did <==
action / CTS / global route
resized: 30 / 13
cloned: 0 / 0
buffers inserted: 1 / 0
hold buffers: 0 / 0
endpoints found under the setup margin: 12 / 6
pin swaps: 4 / 2
Power is estimated from default activity; no workload was simulated.
