### /design/flow/design.v
module Adder_32bit(
	output [31:0] result,
	output carry_out,
	input [31:0] in_0,
	input [31:0] in_1,
	input carry_in
);
		wire between_c_out;
		CLA_16bit_2level add_1(result[15:0], between_c_out, in_0[15:0], in_1[15:0], carry_in);
		CLA_16bit_2level add_2(result[31:16], carry_out, in_0[31:16], in_1[31:16], between_c_out);
endmodule 
module CLA_16bit_2level(
	output [15:0] result,
	output carry_out,
	input [15:0] in_0,
	input [15:0] in_1,
	input carry_in
);
		wire c_out[3:0];
		wire [3:0] carries;
		wire [3:0] p;
		wire [3:0] g;
		generator_and_propagate_4bit p_and_g_0(g[0], p[0], in_0[3:0], in_1[3:0]);
		generator_and_propagate_4bit p_and_g_1(g[1], p[1], in_0[7:4], in_1[7:4]);
		generator_and_propagate_4bit p_and_g_2(g[2], p[2], in_0[11:8], in_1[11:8]);
		generator_and_propagate_4bit p_and_g_3(g[3], p[3], in_0[15:12], in_1[15:12]);
		carry_out_generator generator(carries, p, g, carry_in);
		CLA_4bit layer0(c_out[0], result[3:0], in_0[3:0], in_1[3:0], carry_in);
		CLA_4bit layer1(c_out[1], result[7:4], in_0[7:4], in_1[7:4], carries[0]);
		CLA_4bit layer2(c_out[2], result[11:8], in_0[11:8], in_1[11:8], carries[1]);
		CLA_4bit layer3(c_out[3], result[15:12], in_0[15:12], in_1[15:12], carries[2]);
		or res_carry(carry_out, 0, carries[3]);
endmodule 
module CLA_4bit(
	output carry_out,
	output [3:0] result,
	input [3:0] in_0,
	input [3:0] in_1,
	input carry_in
);
	wire [3:0] carries;
	wire [3:0] p;
	wire [3:0] g;
	or or_0(p[0], in_0[0], in_1[0]);  
	or or_1(p[1], in_0[1], in_1[1]);  
	or or_2(p[2], in_0[2], in_1[2]);  
	or or_3(p[3], in_0[3], in_1[3]);  
	and and_0(g[0], in_0[0], in_1[0]);  
	and and_1(g[1], in_0[1], in_1[1]);  
	and and_2(g[2], in_0[2], in_1[2]);  
	and and_3(g[3], in_0[3], in_1[3]);  
	carry_out_generator generator(carries, p, g, carry_in);
	sum_out sum_0(result[0], in_0[0], in_1[0], carry_in);
	sum_out sum_1(result[1], in_0[1], in_1[1], carries[0]);
	sum_out sum_2(result[2], in_0[2], in_1[2], carries[1]);
	sum_out sum_3(result[3], in_0[3], in_1[3], carries[2]);
	or assign_carry_out(carry_out, 0, carries[3]);
endmodule 
module carry_out_generator(
	output [3:0] Carry_out,
	input [3:0] p,
	input [3:0] g,
	input carry_in
);
	wire and_p0_c0;
	wire and_p1_p0_c0;
	wire and_p2_p1_p0_c0;
	wire and_p3_p2_p1_p0_c0;
	wire and_p1_g0;
	wire and_p2_p1_g0;
	wire and_p3_p2_p1_g0;
	wire and_p2_g1;
	wire and_p3_p2_g1;
	wire and_p3_g2;
	and and_p0_c0_gate(and_p0_c0, p[0], carry_in);  
	and and_p1_p0_c0_gate(and_p1_p0_c0, p[1], p[0], carry_in);  
	and and_p2_p1_p0_c0_gate(and_p2_p1_p0_c0, p[2], p[1], p[0], carry_in);  
	and and_p3_p2_p1_p0_c0_gate(and_p3_p2_p1_p0_c0, p[3], p[2], p[1], p[0], carry_in);  
	and and_p1_g0_gate(and_p1_g0, p[1], g[0]);  
	and and_p2_p1_g0_gate(and_p2_p1_g0, p[2], p[1], g[0]);  
	and and_p3_p2_p1_g0_gate(and_p3_p2_p1_g0, p[3],p[2], p[1], g[0]);  
	and and_p2_g1_gate(and_p2_g1, p[2], g[1]);  
	and and_p3_p2_g1_gate(and_p3_p2_g1, p[3], p[2], g[1]);  
	and and_p3_g2_gate(and_p3_g2, p[3], g[2]);  
	or c1_gate(Carry_out[0], g[0], and_p0_c0);   
	or c2_gate(Carry_out[1], g[1], and_p1_g0, and_p1_p0_c0);  
	or c3_gate(Carry_out[2], g[2], and_p2_g1, and_p2_p1_g0, and_p2_p1_p0_c0);  
	or c4_gate(Carry_out[3], g[3], and_p3_g2, and_p3_p2_g1, and_p3_p2_p1_g0, and_p3_p2_p1_p0_c0);  
endmodule 
module generator_and_propagate_4bit(
	output gen,
	output pro,
	input [3:0] in_0,
	input [3:0] in_1
);
	wire and_p3_p2_p1_g0;
	wire and_p3_p2_g1;
	wire and_p3_g2;
	wire [3:0] p;
	wire [3:0] g;
	or or_0(p[0], in_0[0], in_1[0]);  
	or or_1(p[1], in_0[1], in_1[1]);  
	or or_2(p[2], in_0[2], in_1[2]);  
	or or_3(p[3], in_0[3], in_1[3]);  
	and and_0(g[0], in_0[0], in_1[0]);  
	and and_1(g[1], in_0[1], in_1[1]);  
	and and_2(g[2], in_0[2], in_1[2]);  
	and and_3(g[3], in_0[3], in_1[3]);  
	and and_p3_p2_p1_g0_gate(and_p3_p2_p1_g0, p[3],p[2], p[1], g[0]);  
	and and_p3_p2_g1_gate(and_p3_p2_g1, p[3], p[2], g[1]);  
	and and_p3_g2_gate(and_p3_g2, p[3], g[2]);  
	and res_pro(pro, p[3],p[2],p[1],p[0]);
	or res_gen(gen, g[3], and_p3_g2, and_p3_p2_g1, and_p3_p2_p1_g0);
endmodule 
module my2_fsm(
	output [31:0]result,
	input [31:0] a,
	input [31:0] b,
	input reset,
	input CLK
);
wire wx, wwe, ws;
wire [31:0]res_between;
my2_fsm_cu control(
.reset(reset),
.CLK(CLK),
.x(wx),
.temp(res_between),
.we(wwe),
.s(ws),
.result(result)
);
my2_fsm_dp datapath(
.CLK(CLK),
.s(ws),
.we(wwe),
.a(a),
.b(b),
.x(wx),
.result(res_between)
);
endmodule
module my2_fsm_cu(
	input reset,
	input CLK,
	input x,
	input [31:0] temp,
	output reg we,
	output reg s,
	output reg [31:0] result
);
reg [1:0] curr_state, next_state;
localparam 
				T_assign 		= 2'b00,
				Substract	 		= 2'b01,
				Result			= 2'b10;
always @(posedge CLK)
	begin
	if(reset)
		curr_state <= T_assign;
	else
		curr_state <= next_state;
	end
always @(*)
	begin
	case(curr_state)
	T_assign: begin
			next_state = Substract;
			end
	Substract: begin
			if(x == 1'b1)
				next_state = Result;
			else
				next_state = Substract;
			end
	Result: begin
				result = temp;
			 end
	endcase
	end
always @(*)
	begin
	s = 1'b0;
	we = 1'b0;
	case(curr_state)
	T_assign: begin
			s = 1'b0;
			we = 1'b1;
			end
	Substract: begin
			s = 1'b1;
			we = 1'b1;
			end
	Result: begin
			 s = 1'b1;
			 we = 1'b0;
			 end
	endcase
	end
endmodule
module my2_fsm_dp(
	input CLK,
	input s,
	input we,
	input [31:0] a,
	input [31:0] b,
	output x,
	output [31:0] result
);
reg [31:0] temp;
wire [31:0] mux_out1;
wire [31:0] mux_out2;
wire [31:0] sum;
wire car;
always @(negedge CLK)
	begin
	if(we == 1'b1)
		temp <= mux_out1;
	end
Adder_32bit add(sum, car,temp,b,0);
assign mux_out1 = s ? sum : a;
buf i3(x, sum[31]);  
assign mux_out2 = x ? temp : sum;
assign result = mux_out2;
endmodule
module sum_out(
	output sum,
	input in_1,
	input in_2,
	input carry_in
);
	wire in_1_xor_in_2;
	xor xor1 (in_1_xor_in_2, in_1, in_2);
	xor xor2 (sum, in_1_xor_in_2 , carry_in);
endmodule 
### /design/flow/run.sh
#!/bin/bash
# OpenROAD 26Q1-2900-gdf79404cd8, Yosys 0.63+post, stock flow scripts
make -C /OpenROAD-flow-scripts/flow DESIGN_CONFIG=/design/flow/config.mk WORK_HOME=/design/flow/orfs finish
### /design/flow/config.mk
export PLATFORM = sky130hd
export DESIGN_NAME = my2_fsm
export DESIGN_NICKNAME = my2_fsm
export VERILOG_FILES = /design/flow/design.v
export SDC_FILE = /design/flow/constraint.sdc
export NUM_CORES = 4
export LEC_CHECK = 1
export CORE_UTILIZATION = 30
### /design/flow/constraint.sdc
current_design my2_fsm

set clk_period 9.8
set clk_io_pct 0.2

create_clock -name clk0 -period $clk_period [get_ports {CLK}]

set non_clock_inputs [all_inputs -no_clocks]
set_input_delay [expr $clk_period * $clk_io_pct] -clock clk0 $non_clock_inputs
set_output_delay [expr $clk_period * $clk_io_pct] -clock clk0 [all_outputs]
==> flow_summary.yaml <==
# flow metrics
outcome:
  status: "finished clean"
detailed_routing:
  routed-via-count: 3329
  wirelength_mm: 9.232
  insertedDiodeCount: 0
  remaining_drc_errors: 0
  drt_iter0_markers: 73
  wl_per_cell_um: 11.99
  firstDrtPassIters: 4
  post_drt_via_cell_ratio: 4.323
  antenna_left: 0
run:
  warnings: 97
  cap_violations: 0
hold_path:
  hold_path_class: "reg2reg"
sta:
  untimed_endpoints: 66
  worst_pin_slew_ns: 0.6680
  report.final.slew_viol_count: 0
  rsz0062_at_grt: "no"
  finalHoldViolations: 0
  tns_ns: 0
  finalSetupViolCount: 0
  max_slew_margin_pct: 55.46
  unclocked_pins: 34
  skew_ns: 0.07800
die:
  chipArea_um2: 14950
  fp_util_pct: 31.03
  rows: 43
  die_y_um: 122.3
  ioPinCount: 98
  core_um2: 13990
  die_x_um: 122.3
setup_path:
  crit_path_max_incr_delay_ns: 0.52
  cp_max_fo: 3
  cp_data_required_time_ns: 5.00
  crit_arrival_ns: 4.81
  start_kind: "primary input"
  cp_slowest_cell: "clkdlybuf4s50_1"
  worst-setup-path-type: "in2reg"
  path_cells: "clkdlybuf4s50_1, inv_1, ha_2, or3_4, o41ai_4, a21oi_2, o41a_1, o21bai_2, fa_1, mux2_2"
  crit_path_end_kind: "flop"
  rrSetupSlack_ns: 2.94
global_routing:
  grt_pass1_wl_mm: 15.35
  grt_pass1_vias: 3328
  antenna_found_initial: 0
  grt_max_degree: 35
  grt_overflow_total: 0
  grt_use_total_pct: 13.30
clocking:
  holdBufCountCts: 0
  cts_tree: "built"
  cts-buffers-inserted: 5
  root_buffer: "clkbuf_16"
  clk_pin_slew_ns: 0.03
  h-tree-depth: 2
  clock_path_buffers: 2
  clk_latency_ns: 0.36
yosys:
  synthCells: 419
  syn-mean-instance-area_um2: 10.36
  yosysTopAreaCell: "edfxtp_1"
  flop_cell: "edfxtp_1"
  topCellsByArea: "edfxtp_1, ha_1, dlxtp_1"
  synth-edff-count: 32
  synth_area_um2: 4340
  ys.flops: 68
  yosysCellCount: 419
  synthArstFlopShare_pct: 0
  synthDistinctLibCells: 48
  yosysWarningCount: 4
  ys_area_um2: 4340
  yosysTopAreaCellShare_pct: 22.14
final_layout:
  syn2layout_area_growth_pct: 41.19
  layout-drive-gt1-share_pct: 17.12
power_and_ir_drop:
  ir_worst_vdd_mv: 0.1309
  total_leakage_power_nw: 2.941
  powerDensity_nw_per_um2: 236.9
  power_mw: 1.452
placed_design:
  place.gp.congestion: 0.8110
  io_buffers: 97
  dpl.hpwl_mm: 6.991
==> stage by stage <==
stage               hold WS, ns  setup slack, ns  instance area (um2)  cells  util (%)
CTS                      0.7647         0.003292                 6097    769     43.59
floorplan                0.6737           0.1800                 4340    419         -
finish                   0.7538           0.1901                 6128    770     43.81
global route             0.7978          0.01279                 6128    770     43.81
global placement         0.7138          -0.3485                 5787    728     41.37
detailed placement       0.7184          -0.3830                 5787    728     41.37
==> critical path: cells and delay by family <==
kind            cells  cell delay [ns]
compound gates      4             0.96
fa+ha+maj           2             0.65
buf+inv             2             0.58
simple gates        1             0.39
mux                 1             0.27
==> cell type report <==
type | instances | area, um2
clock inverters | 33 | 125.1
clock buffers | 7 | 142.6
multi-input cells | 258 | 2521
fillers | 1303 | 7860
flip-flops and latches | 68 | 1511
repair buffers | 139 | 1284
inverters | 85 | 319.1
well taps | 180 | 225.2
==> layout by cell type (no fill, tap or decap), drive strengths merged, types with 2 or more instances in the layout <==
cell / netlist / layout
inv: 85 / 116
clkdlybuf4s50: 0 / 95
ha: 64 / 64
mux2: 46 / 46
buf: 3 / 42
dlxtp: 32 / 32
edfxtp: 32 / 32
nor2: 23 / 23
a21oi: 23 / 23
xnor2: 13 / 13
mux2i: 10 / 10
nor2b: 8 / 8
xor2: 8 / 8
fa: 8 / 8
nand2: 7 / 7
o31ai: 7 / 7
clkbuf: 4 / 7
nor3: 5 / 5
o21bai: 5 / 5
a311oi: 4 / 4
o21ai: 3 / 3
or3: 3 / 3
nor4: 2 / 2
o211ai: 2 / 2
a21o: 2 / 2
or2: 2 / 2
dfxtp: 2 / 2
dlxtn: 2 / 2
dlygate4sd2: 0 / 2
clkinv: 1 / 2
a31oi: 2 / 2
==> final timing paths <==
path,from,endpoint,cells past startpoint
min,datapath.temp[0]$_DFFE_NN_,datapath.temp[0]$_DFFE_NN_,2
max reg2reg,control.curr_state[1]$_SDFF_PP0_,datapath.temp[8]$_DFFE_NN_,4
max,b[9],datapath.temp[28]$_DFFE_NN_,10
min reg2reg,datapath.temp[0]$_DFFE_NN_,datapath.temp[0]$_DFFE_NN_,2
==> synth_stat cells, drive strengths merged, types with 7 or more instances <==
cell type   n
nor2b       8
o31ai       7
xnor2      13
nor2       23
nand2       7
xor2        8
ha         64
mux2       46
a21oi      23
fa          8
dlxtp      32
edfxtp     32
inv        85
mux2i      10
==> timing repair <==
item                                    in CTS  in global routing
endpoints found under the setup margin       1                  2
setup buffers                                2                  1
resized                                     10                  6
hold endpoints to repair                     0                  0
pin swaps                                    9                  5
==> state kept, by name, indices dropped and copies added (netlist names) <==
name	flops
datapath.temp	32
control.result	32
control.next_state	2
control.curr_state	2
==> power breakdown <==
| group | leakage (nW) | switching, mW | internal, mW |
|---|---|---|---|
| sequential | 0.609 | 0.0477 | 0.301 |
| clock | 0.244 | 0.0950 | 0.118 |
| combinational | 2.09 | 0.423 | 0.467 |
==> logic make-up (layout without fill, tap and decap cells) <==
family | count (synthesis) | count (layout) | share of synthesized area [%]
adder cells (fa/ha/maj) | 72 | 72 | 22.14
XOR/XNOR | 21 | 21 | 4.238
latches | 34 | 34 | 11.76
flip-flops | 34 | 34 | 23.06
buffers and inverters | 93 | 264 | 8.475
multiplexers | 56 | 56 | 14.24
AND-OR/OR-AND | 56 | 56 | 10.06
AND/OR/NAND/NOR | 53 | 53 | 6.025
==> layer usage <==
metal	vias up	wire, um	global-route usage (%)
met1	1499	4345	18.46
met4	0	161	3.659
li1	1730	-	-
met3	18	451	2.704
met5	-	0	0
met2	82	4274	21.49
No activity file was given, so power comes from the tool's default toggle rates.
